--- run.sh ---
#!/bin/bash
# OpenROAD 26Q1-2900-gdf79404cd8, Yosys 0.63+post, stock flow scripts
make -C /OpenROAD-flow-scripts/flow DESIGN_CONFIG=/design/flow/config.mk WORK_HOME=/design/flow/orfs finish
--- constraint.sdc ---
current_design counter

set clk_period 5.0
set clk_io_pct 0.2

create_clock -name clk0 -period $clk_period [get_ports {clk_50M}]

set non_clock_inputs [all_inputs -no_clocks]
set_input_delay [expr $clk_period * $clk_io_pct] -clock clk0 $non_clock_inputs
set_output_delay [expr $clk_period * $clk_io_pct] -clock clk0 [all_outputs]
--- design.v ---
`timescale 1ns / 1ps
module counter(
        input reset,
        input pause,
        input lap,
        input lap1,
        input lap2,
        input lap3,
        input clk_50M,
        output [6:0] seven_seg,
        output [3:0] an,
        output led0,
        output led1,
        output led2,
        output led3,
        output led4,
        output led5,
        output led6,
        output led7,
        output dp
    );
    reg clk_1Hz = 1'b0;
    reg [24:0] counter_50M;
    reg [3:0] mins;
    reg [3:0] centesimas;
    reg [3:0] decimas;
    reg [3:0] segundos0;
    reg [3:0] segundos1;
    reg [3:0] minutos;
    reg [1:0] pos;
    reg [3:0] count;
    reg [3:0] l1_cen;
    reg [3:0] l1_dec;
    reg [3:0] l1_seg0;
    reg [3:0] l1_seg1;
    reg [3:0] l1_min;
    reg [3:0] l2_cen;
    reg [3:0] l2_dec;
    reg [3:0] l2_seg0;
    reg [3:0] l2_seg1;
    reg [3:0] l2_min;
    reg [3:0] l3_cen;
    reg [3:0] l3_dec;
    reg [3:0] l3_seg0;
    reg [3:0] l3_seg1;
    reg [3:0] l3_min;
    reg [1:0] lap_count;
    wire lap_debounce;
    wire lap_clean;
    parameter COUNT_05M  = 250000;  
    decoder_2to4 D24(pos,an);
    hex7seg H1(count, seven_seg);
    debounce DB(lap,clk_1Hz,reset,lap_debounce);
    secuence SC(lap_debounce, clk_1Hz, reset, lap_clean);
    always @ (posedge clk_50M or posedge reset)
    begin
        if (reset)
            begin
                counter_50M <=0;
                clk_1Hz <= 1'b0;
                pos <= 2'b00;
            end
        else
            if (counter_50M == COUNT_05M)
                begin
                    counter_50M <= 0;
                    clk_1Hz <= ~clk_1Hz;
                end
            else
                begin
                    counter_50M <= counter_50M + 1;
                    pos <= counter_50M[12:11];
                end
    end
    always @ (posedge clk_1Hz or posedge reset)
    begin
        if (reset)
            begin
                centesimas <= 4'b0000;
                decimas    <= 4'b0000;
                segundos0  <= 4'b0000;
                segundos1  <= 4'b0000;
                minutos    <= 4'b0000;
                lap_count  <= 2'b00;
                l1_cen     <= 4'b0000;
                l1_dec     <= 4'b0000;
                l1_seg0    <= 4'b0000;
                l1_seg1    <= 4'b0000;
                l1_min     <= 4'b0000;
                l2_cen  <= 4'b0000;
                l2_dec  <= 4'b0000;
                l2_seg0 <= 4'b0000;
                l2_seg1 <= 4'b0000;
                l2_min  <= 4'b0000;
                l3_cen  <= 4'b0000;
                l3_dec  <= 4'b0000;
                l3_seg0 <= 4'b0000;
                l3_seg1 <= 4'b0000;
                l3_min  <= 4'b0000;
            end
        else
            begin
            if (lap_clean)
            begin
            if (lap_count == 2'b00)
                begin
                    l1_cen  <= centesimas;
                    l1_dec  <= decimas;
                    l1_seg0 <= segundos0;
                    l1_seg1 <= segundos1;
                    l1_min  <= minutos;
                    lap_count <= lap_count + 1;
                end
            if (lap_count == 2'b01)
                begin
                    l2_cen  <= centesimas;
                    l2_dec  <= decimas;
                    l2_seg0 <= segundos0;
                    l2_seg1 <= segundos1;
                    l2_min  <= minutos;
                    lap_count <= lap_count + 1;
                end
            if (lap_count == 2'b10)
                begin
                    l3_cen  <= centesimas;
                    l3_dec  <= decimas;
                    l3_seg0 <= segundos0;
                    l3_seg1 <= segundos1;
                    l3_min  <= minutos;
                    lap_count <= lap_count + 1;
                end
            end
                if (centesimas == 4'b1001 && ~pause)  
                    begin
                        centesimas <= 4'b0000;
                        decimas <= decimas +1;
                    end
                else
                    if (~pause)
                    begin
                    centesimas <= centesimas + 1;
                    end
               if (decimas == 4'b1001 && centesimas == 4'b1001 && ~pause)
                    begin
                        decimas <= 4'b0000;
                        segundos0 <= segundos0 + 1;
                    end
                if (segundos0 == 4'b1001 && decimas == 4'b1001 && centesimas == 4'b1001 && ~pause)
                    begin
                        segundos0 <= 4'b0000;
                        segundos1 <= segundos1 + 1;
                    end
                if (segundos1 == 4'b0101 && segundos0 == 4'b1001 && decimas == 4'b1001 && centesimas == 4'b1001 && ~pause)
                    begin
                        segundos1 <= 4'b0000;
                        minutos <= minutos + 1;
                    end
                if (segundos1 == 4'b0101 && segundos0 == 4'b1001 && minutos == 4'b1000 && decimas == 4'b1001 && centesimas == 4'b1001 && ~pause)
                    begin
                        minutos <= 4'b0000;
                    end
            end
    end
always @(*)
begin
    if (lap1)
    begin
        case (pos)
            0: count = l1_cen;
            1: count = l1_dec;
            2: count = l1_seg0;
            3: count = l1_seg1;
        endcase
        mins = l1_min;
    end
    else
        if (lap2)
        begin
            case (pos)
            0: count = l2_cen;
            1: count = l2_dec;
            2: count = l2_seg0;
            3: count = l2_seg1;
        endcase
        mins = l2_min;
        end
        else
        if (lap3)
        begin
            case (pos)
                0: count = l3_cen;
                1: count = l3_dec;
                2: count = l3_seg0;
                3: count = l3_seg1;
            endcase
        mins = l3_min;
        end
        else
        begin
            case (pos)
            0: count = centesimas;
            1: count = decimas;
            2: count = segundos0;
            3: count = segundos1; 
        endcase
        mins = minutos;
    end
end
assign dp = (pos == 2) ? 1'b0:1'b1;
assign led0 = (mins >= 1) ? 1'b1:1'b0;
assign led1 = (mins >= 2) ? 1'b1:1'b0;
assign led2 = (mins >= 3) ? 1'b1:1'b0;
assign led3 = (mins >= 4) ? 1'b1:1'b0;        
assign led4 = (mins >= 5) ? 1'b1:1'b0;
assign led5 = (mins >= 6) ? 1'b1:1'b0;
assign led6 = (mins >= 7) ? 1'b1:1'b0;
assign led7 = (mins >= 8) ? 1'b1:1'b0;
endmodule
`timescale 1ns / 1ps
module debounce(
    input [3:0] inp,
    input clock,
    input reset,
    output [3:0] outp
    );
reg [3:0] delay1;
reg [3:0] delay2;
reg [3:0] delay3;
always @(posedge clock or posedge reset)
begin
    if (reset ==1)
        begin
            delay1 <= 4'b0000;
            delay2 <= 4'b0000;
            delay3 <= 4'b0000;
        end
    else
        begin
            delay1 <= inp;
            delay2 <= delay1;
            delay3 <= delay2;
        end    
end
assign outp = delay1 & delay2 & delay3;
endmodule
`timescale 1ns / 1ps
module decoder_2to4(
    input [1:0] in,
    output reg [3:0] out
    );
always @(*)
	case (in)
		0: out = 4'b1110;
		1: out = 4'b1101;
		2: out = 4'b1011;
		3: out = 4'b0111;
		default: out = 4'b1111;
	endcase
endmodule
`timescale 1ns / 1ps
module hex7seg(
    input [3:0] x,
    output reg [6:0] a_to_g
    );
always @(*)
    case (x)
        0: a_to_g = 7'b0000001;
        1: a_to_g = 7'b1001111;
        2: a_to_g = 7'b0010010;
        3: a_to_g = 7'b0000110;
        4: a_to_g = 7'b1001100;
        5: a_to_g = 7'b0100100;
        6: a_to_g = 7'b0100000;
        7: a_to_g = 7'b0001111;
        8: a_to_g = 7'b0000000;
        9: a_to_g = 7'b0000100;
        'hA: a_to_g = 7'b0001000;
        'hB: a_to_g = 7'b1100000;
        'hC: a_to_g = 7'b0110001;
        'hd: a_to_g = 7'b1000010;
        'hE: a_to_g = 7'b0110000;
        'hF: a_to_g = 7'b0111000;
        default: a_to_g = 7'b0000001;
    endcase
endmodule
`timescale 1ns / 1ps
module secuence(
    input entrada,
    input clk,
    input reset,
    output salida
    );
reg state, nextstate;
parameter s0 = 1'b0;
parameter s1 = 1'b1;
reg y;
always @(posedge reset, posedge clk )
    begin
        if (reset)
            state <= s0;
        else
            state <= nextstate;
    end
always @(*)
    begin
        case(state)
            s0: if(entrada) 
                    nextstate = s1;
                else
                    nextstate = s0;
            s1: if(entrada)
                    nextstate = s1;
                else
                    nextstate = s0;
        endcase
    end
assign salida = state & ~entrada ;
endmodule
--- config.mk ---
export PLATFORM = sky130hd
export DESIGN_NAME = counter
export DESIGN_NICKNAME = counter
export VERILOG_FILES = /design/flow/design.v
export SDC_FILE = /design/flow/constraint.sdc
export NUM_CORES = 4
export LEC_CHECK = 1
export CORE_UTILIZATION = 30
==> results.json <==
{
  "status": "finished, final reports clean",
  "worstPathArrival_ns": 3.59,
  "core_sq_um": 19000,
  "vias": 3966,
  "period_needed_ns": 4.59,
  "ys_warn_count": 7,
  "holdCritPathClass": "reg2reg",
  "syn_inst": 550,
  "ys_sh_adder_pct": 4.88,
  "synth.cell_area_sq_um": 5900,
  "setup_violations": 0,
  "grt_pass1_wl_um": 19100,
  "netlist.area_leader.share_pct": 48.4,
  "grtUsageTotal_pct": 11.8,
  "post_cts_resized": 0,
  "crit_type": "in2out",
  "drive_above_1_share_pct": 14.4,
  "min_period_over_period_pct": 91.9,
  "rsz0062_at_grt": "no",
  "overflow": 0,
  "synth.area.top_cells": "dfrtp_1, mux2_2, ha_1",
  "clk_pin_slew_ns": 0.06,
  "mux_area_share_pct": 15.0,
  "wire_per_inst_um": 13.3,
  "unclocked_regs": 86,
  "startpoint_type": "input port",
  "dpl.hpwl_um": 7970,
  "htree_levels": 1,
  "clockBufferDepth": 2,
  "cts_root_buffer": "clkbuf_16",
  "xor_area_share_pct": 4.16,
  "busiest_layer": "met2",
  "numSynthFlops": 114,
  "use_met1_pct": 18.4,
  "vdd_drop_max_v": 0.000230,
  "diodes": 0,
  "grt_pass1_vias": 3942,
  "area_delta_synth_final_pct": 10.9,
  "seq_area_sq_um": 2850,
  "drt-initial-drc-count": 192,
  "power.density_nw_per_um2": 74.0,
  "fp_util_pct": 31.1,
  "fp.dieW_um": 142,
  "use_met3_pct": 1.92,
  "drt-vias-per-instance": 4.78,
  "common_cells": "dfrtp_1, nand2_1, o21ai_0, mux2_2, nor2_1",
  "top_cell": "dfrtp_1",
  "edf_count": 0,
  "max_slew_margin_pct": 49.5,
  "first_pass_iters": 4,
  "yosysTopAreaCell": "dfrtp_1",
  "avgSynthCellArea_sq_um": 10.7,
  "tns_ns": 0,
  "report.final.slew_viol_count": 0,
  "cts_tree": "built",
  "required_ns": 4.00,
  "cts_hold_buf": 0,
  "drv_cap": 0,
  "fin_worst_skew_ns": 0.00375,
  "fmax_mhz": 218,
  "post_cts_buffers": 0,
  "ys_cells": 550,
  "p_leak_nw": 2.98,
  "portBuffers": 26,
  "ff_type": "dfrtp_1",
  "worst_setup_path_end_kind": "output port",
  "fillerInstances": 1841,
  "chipArea_sq_um": 20200,
  "holdWs_ns": 0.463,
  "hold_viol": 0,
  "synth.cellmix.simpleShare_pct": 13.8,
  "antenna_found_initial": 0,
  "num_io_pins": 27,
  "tool_warnings": 40,
  "worstSkewPairLatency_ns": 0.26,
  "worstPathMaxFanout": 3,
  "grt_max_degree": 87,
  "synthArstFlopShare_pct": 100,
  "drt-total-wl_um": 11000,
  "cts_buffers": 3,
  "untimed_endpoints": 86,
  "place_congestion": 0.934,
  "synthAoiAreaFrac_pct": 9.25,
  "top_logic_kind": "multiplexers",
  "synth.distinct_cells": 57,
  "multiInputGateArea_sq_um": 2790,
  "num_rows": 50,
  "ys_seq_share_pct": 48.4,
  "die_h_um": 142,
  "antenna_left": 0,
  "use_met2_pct": 18.7,
  "worst_pin_slew_ns": 0.758,
  "yosys_area_sq_um": 5900,
  "drc": 0
}
==> where the power goes <==
group / leakage (nW) / switching (mW) / internal (mW) / total (mW)
Sequential: 1.54 / 0 / 0.226 / 0.226
Clock: 0.0382 / 0.0711 / 0.109 / 0.180
Combinational: 1.40 / 0.0430 / 0.0350 / 0.0780
==> sequential cells by signal, indices dropped and copies added, names as in the netlist, 4 cells and up <==
signal and cells:
minutos 4, l2_min 4, l2_seg1 4, decimas 4, l1_cen 4, l2_cen 4, l3_dec 4, l1_seg0 4
l1_dec 4, l3_min 4, l1_seg1 4, l2_seg0 4, counter_50M 25, l3_seg0 4, l3_cen 4, centesimas 4
segundos1 4, segundos0 4, l3_seg1 4, l2_dec 4, l1_min 4
==> routing by layer <==
| metal | vias up | wire (um) | part of all wire (%) |
|---|---|---|---|
| met5 | - | 0 | 0 |
| met2 | 57 | 4910 | 45 |
| li1 | 1959 | - | - |
| met1 | 1944 | 5540 | 50 |
| met3 | 6 | 504 | 4.6 |
| met4 | 0 | 51 | 0.46 |
==> critical path, cell delays in order <==
cell and delay (ns):
clkdlybuf4s50_1 0.48, mux2_2 0.33, or3_1 0.35, o211ai_1 0.12, inv_1 0.11, ha_1 0.32, mux2_2 0.27, o21bai_1 0.13
clkdlybuf4s50_1 0.47
==> cell usage in the layout (no fill, tap or decap), types with 13 or more instances in the layout <==
cell type / synthesis / final
dfrtp_1: 114 / 113
mux2_2: 46 / 46
inv_1: 24 / 23
clkdlybuf4s50_1: 0 / 25
nor2_1: 28 / 28
o21ai_0: 50 / 50
mux2i_1: 14 / 14
ha_1: 23 / 23
nand3_1: 13 / 13
nand2_1: 73 / 73
buf_4: 4 / 18
xnor2_1: 17 / 17
==> stage by stage <==
step | cell area, sq um | power [mW] | worst slack (ns) | util (%) | std cells
6_report | 6540 | 0.484 | 0.407 | 34.5 | 830
2_1_floorplan | 5900 | 0.279 | 0.984 | - | 550
3_5_place_dp | 6450 | 0.310 | 0.131 | 34.0 | 826
5_1_grt | 6540 | 0.507 | 0.268 | 34.5 | 830
4_1_cts | 6530 | 0.492 | 0.124 | 34.4 | 830
3_3_place_gp | 6450 | 0.308 | 0.174 | 34.0 | 826
==> final timing paths <==
| check | from | to | slack [ns] | depth (start not counted) |
|---|---|---|---|---|
| max reg2reg | counter_50M[2]$_DFF_PP0_ | counter_50M[24]$_DFF_PP0_ | 2.92 | 6 |
| min in group asynchronous | reset | clk_1Hz$_DFFE_PP0N_ | 1.24 | 2 |
| min | clk_1Hz$_DFFE_PP0N_ | clk_1Hz$_DFFE_PP0N_ | 0.46 | 1 |
| max | lap2 | seven_seg[5] | 0.41 | 9 |
| min reg2reg | clk_1Hz$_DFFE_PP0N_ | clk_1Hz$_DFFE_PP0N_ | 0.46 | 1 |
| max in group asynchronous | reset | clk_1Hz$_DFFE_PP0N_ | 3.24 | 2 |
==> kinds of logic (layout without fill, tap and decap cells) <==
| kind of cell | count (synthesis) | after routing |
|---|---|---|
| DFF | 114 | 114 |
| AOI/OAI and AO/OA | 91 | 91 |
| muxes | 70 | 70 |
| buffers and inverters | 53 | 73 |
| adders and majority gates | 23 | 23 |
| xor gates and xnor gates | 28 | 28 |
| and+or+nand+nor | 171 | 171 |
==> cell type report <==
type	count	share of cell area (%)
Clock buffer	4	1.21
Inverter	25	1.47
Multi-Input combinational cell	383	42.6
Sequential cell	114	43.6
Tap cell	260	4.98
Timing Repair Buffer	44	6.08
Power is estimated from default activity; no workload was simulated.
